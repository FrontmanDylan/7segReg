File: flow/config.mk
export PLATFORM = sky130hd
export DESIGN_NAME = segReg
export DESIGN_NICKNAME = segReg
export VERILOG_FILES = /design/flow/design.v
export SDC_FILE = /design/flow/constraint.sdc
export NUM_CORES = 4
export LEC_CHECK = 1
export CORE_UTILIZATION = 40
File: flow/design.v
module BCD_to_7seg (in, out);
	input [3:0] in;
	output reg [7:0] out;
	always @(*) begin
		case (in)
			4'h0:    out <= 8'b10000001;  
			4'h1:    out <= 8'b11001111;  
			4'h2:    out <= 8'b10010010;  
			4'h3:    out <= 8'b10000110;  
			4'h4:    out <= 8'b11001100;  
			4'h5:    out <= 8'b10100100;  
			4'h6:    out <= 8'b10100000;  
			4'h7:    out <= 8'b10001111;  
			4'h8:    out <= 8'b10000100;  
			4'h9:    out <= 8'b10000100;  
			4'ha:    out <= 8'b10001000;  
			4'hb:    out <= 8'b11100000;  
			4'hc:    out <= 8'b10110001;  
			4'hd:    out <= 8'b11000010;  
			4'he:    out <= 8'b10110000;  
			4'hf:    out <= 8'b10111000;  
			default: out <= 8'b11111111;  
		endcase
	end
endmodule
module decoder_8 (in, out);
	input  [2:0] in;
	output [7:0] out;
	assign out[0] = ~in[2] & ~in[1] & ~in[0];
	assign out[1] = ~in[2] & ~in[1] &  in[0];
	assign out[2] = ~in[2] &  in[1] & ~in[0];
	assign out[3] = ~in[2] &  in[1] &  in[0];
	assign out[4] =  in[2] & ~in[1] & ~in[0];
	assign out[5] =  in[2] & ~in[1] &  in[0];
	assign out[6] =  in[2] &  in[1] & ~in[0];
	assign out[7] =  in[2] &  in[1] &  in[0];
endmodule
module dff_4(clk, d, q);
	input clk;
	input [3:0] d;
	output reg [3:0] q;
	always @(posedge clk) q <= d;
endmodule
module mux2 (select, true, false, out);
	input select, true, false;
	wire T_nand_S;
	wire not_S_nand_F;
	output out;
	assign T_nand_S     = ~(true & select);
	assign not_S_nand_F = ~(~select & false);
	assign out          = ~(T_nand_S & not_S_nand_F);
endmodule
module mux2_4 (select, true, false, out);
	input select;
	input [3:0] true, false;
	output [3:0] out;
	mux2 mux0 (select, true[0], false[0], out[0]);
	mux2 mux1 (select, true[1], false[1], out[1]);
	mux2 mux2 (select, true[2], false[2], out[2]);
	mux2 mux3 (select, true[3], false[3], out[3]);
endmodule
module mux8_4 (select, in, out);
	input [2:0] select;
	input [31:0] in;
	wire [3:0] A, B, C, D, E, F;
	output [3:0] out;
	mux2_4 muxA (select[0], in[ 7: 4], in[ 3: 0], A);  
	mux2_4 muxB (select[0], in[15:12], in[11: 8], B);
	mux2_4 muxC (select[0], in[23:20], in[19:16], C);
	mux2_4 muxD (select[0], in[31:28], in[27:24], D);
	mux2_4 muxE (select[1], B, A, E);
	mux2_4 muxF (select[1], D, C, F);
	mux2_4 muxG (select[2], F, E, out);
endmodule
module regfile_4 (clk, data, load, position, out);
	input clk;
	input [3:0] data;
	input load;
	input [2:0] position;
	wire [7:0] address;  
	wire [31:0] D, Q;    
	output [3:0] out;
	decoder_8 decoder (position, address);
	mux2_4 m0 (load & address[0], data, Q[ 3: 0], D[ 3: 0]); 
	mux2_4 m1 (load & address[1], data, Q[ 7: 4], D[ 7: 4]); 
	mux2_4 m2 (load & address[2], data, Q[11: 8], D[11: 8]); 
	mux2_4 m3 (load & address[3], data, Q[15:12], D[15:12]); 
	mux2_4 m4 (load & address[4], data, Q[19:16], D[19:16]); 
	mux2_4 m5 (load & address[5], data, Q[23:20], D[23:20]); 
	mux2_4 m6 (load & address[6], data, Q[27:24], D[27:24]); 
	mux2_4 m7 (load & address[7], data, Q[31:28], D[31:28]); 
	dff_4 d0 (clk, D[ 3: 0], Q[ 3: 0]);
	dff_4 d1 (clk, D[ 7: 4], Q[ 7: 4]);
	dff_4 d2 (clk, D[11: 8], Q[11: 8]);
	dff_4 d3 (clk, D[15:12], Q[15:12]);
	dff_4 d4 (clk, D[19:16], Q[19:16]);
	dff_4 d5 (clk, D[23:20], Q[23:20]);
	dff_4 d6 (clk, D[27:24], Q[27:24]);
	dff_4 d7 (clk, D[31:28], Q[31:28]);
	mux8_4 mux_out (position, Q, out);
endmodule
module segReg (clk, in, out);
	input clk;
	input [7:0] in;
	wire [3:0] reg_out;
	output [7:0] out;
	regfile_4 register (clk, in[3:0], in[4], in[7:5], reg_out); 
	BCD_to_7seg translator (reg_out, out);
endmodule
File: flow/run.sh
#!/bin/bash
# OpenROAD 26Q1-2900-gdf79404cd8, Yosys 0.63+post, stock flow scripts
make -C /OpenROAD-flow-scripts/flow DESIGN_CONFIG=/design/flow/config.mk WORK_HOME=/design/flow/orfs finish
File: flow/constraint.sdc
current_design segReg

set clk_period 4.2
set clk_io_pct 0.2

create_clock -name clk0 -period $clk_period [get_ports {clk}]

set non_clock_inputs [all_inputs -no_clocks]
set_input_delay [expr $clk_period * $clk_io_pct] -clock clk0 $non_clock_inputs
set_output_delay [expr $clk_period * $clk_io_pct] -clock clk0 [all_outputs]
==> flow_summary_export.csv <==
group,metric,value,unit
grt,grt.met1_usage,0.149,
grt,gr-usage-met3,0.0722,
power_and_ir_drop,total_power,710,uW
min_path,whs_path_depth,1,
clock_tree,root_buffer,"clkbuf_8",
floorplanning,io_pins,17,
grt,first_global_vias,908,
clock_tree,path_clk_slew,0.06,ns
clock_tree,clock_sinks,32,
synth,top_area_cell,"edfxtp_1",
finish,logic_area,592,um2
synth,synth.logic.top_family,"multiplexers",
floorplanning,die_h,65.3,um
power_and_ir_drop,vdd_drop_max,393,uV
setup_path,start_kind,"input port",
route,totalWireLength,2.51,mm
route,vias_per_cell,5.09,
route,drc,0,
synth,area_leaders,"edfxtp_1 60%, mux4_2 7.0%, mux4_1 4.9%, ha_1 4.7%, mux2i_4 2.8%",
power_and_ir_drop,intPower,558,uW
min_path,hold_path_class,"in -> reg",
synth,ys_sh_simple,0.0624,
clock_tree,cts_tree,"yes",
route,vias,886,
finish,drive_gt1_frac,0.278,
synth,synth_warnings,2,
synth,synth_area_per_cell,16.9,um2
grt,track_usage,0.135,
grt,grt_overflow,0,
route,drt_iter0_markers,13,
clock_tree,hold_buffers,0,
power_and_ir_drop,p_leak,0.000702,uW
sta,worst_pin_slew,0.663,ns
clock_tree,numCtsBuffers,5,
setup_path,worstPathCellList,"clkdlybuf4s50_1 > mux4_2 > mux2i_2 > inv_1 > ha_1 > mux2_2 > a22o_1 > clkdlybuf4s50_1",
setup_path,slowest_stage,"clkdlybuf4s50_1",
setup_path,critPathMaxStageDelay,0.57,ns
clock_tree,htree_levels,2,
synth,mux_share,0.211,
route,antenna_cells,0,
sta,hold_viol_final,0,
synth,syn_inst,95,
setup_path,cp_common_cell,"clkdlybuf4s50_1",
synth,yosysUniqueCellTypes,26,
setup_path,worstSetupPathType,"in -> out",
setup_path,crit_family,"buffers and inverters",
grt,grt_max_degree,11,
synth,yosys_cells,95,
sta,relSlewSlack,0.555,
sta,hold_ws,1.31,ns
route,postRouteAntennaNets,0,
finish,syn_to_final_growth,22.5,%
setup_path,path_buffers,3,
clock_tree,clk_path_buf_depth,2,
floorplanning,initCoreUtil,0.428,
status,outcome,"finished, final reports clean",
sta,finalCritPeriodShare,0.968,
setup_path,cp-end-kind,"primary output",
floorplanning,chip_area,4270,um2
synth,ys_sh_xor,0.00546,
placement,gp_congestion,0.877,
sta,finalWorstSetupSlack,0.134,ns
power_and_ir_drop,pwr-share-clk,0.293,
route,firstDrtPassIters,4,
power_and_ir_drop,seq_power_share,0.514,
grt,met2_usage,0.238,
synth,syn_area,1600,um2
setup_path,worstPathRequired,3.36,ns
sta,grt_setup_unrepaired,"false",
sta,layout_min_cycle_time,4.07,ns
synth,synth-area-yosys,1600,um2
floorplanning,rows,22,
sta,final-setup-viol-count,0,
setup_path,cp.depth,8,
sta,max_freq,0.246,GHz
synth,ys_sh_aoi,0.0343,
placement,place_hpwl,1.94,mm
finish,fin_area,1970,um2
power_and_ir_drop,power.switching,152,uW
setup_path,critical_path_arrival,3.23,ns
synth,ys_seq_share,0.599,
synth,synth_top_area_share,0.599,
power_and_ir_drop,p_sw_frac,0.214,
placement,dp_slack,-0.229,ns
floorplanning,core-area,3740,um2
flow_run,warning_count,30,
synth,ys_ff,32,
route,wl_per_cell,14.4,um
grt,grt_antenna_before_repair,0,
power_and_ir_drop,pwr-share-comb,0.193,
floorplanning,die_w,65.3,um
power_and_ir_drop,p_per_area,361,nW/um2
setup_path,cp_max_fo,5,
placement,dpl_cell_area,1870,um2
finish,layout.area.seq,961,um2
synth,fa_ha_area_frac,0.0468,
finish,fillCellCount,316,
grt,grt.busiest_layer,"met2",
grt,grt_pass1_wl,3.99,mm
flow_run,maxCapViolCount,0,
placement,io_buffers,15,
sta,final-max-slew-violation-count,0,
==> cells by family (layout without fill, tap and decap cells) <==
logic type,after synthesis,after routing
multiplexers,19,19
adder cells (fa/ha/maj),6,6
buffers and inverters,10,41
XOR/XNOR,1,1
AND/OR/NAND/NOR,20,20
other,1,1
AND-OR/OR-AND,6,6
flip-flops,32,32
==> per-stage QoR <==
step	util	std cells	TNS, ns
floorplan	-	95	0
global placement	0.500	166	-1.03
detailed placement	0.500	166	-1.16
CTS	0.522	174	0
global route	0.525	174	0
finish	0.525	174	0
==> placed cells by master (no fill, tap or decap), types with 2 or more instances in the layout <==
master and count:
a22o_1 3, buf_4 14, clkbuf_8 5, clkdlybuf4s50_1 14
clkinv_2 2, edfxtp_1 32, ha_1 5, inv_1 4
mux2_2 3, mux2i_1 4, mux2i_4 3, mux4_1 3
mux4_2 5, nand2_1 2, nand2b_1 3, nor2_1 8
nor3_1 2, nor3b_1 2
==> power by group through the flow <==
stage                 registers [uW]  clock network [uW]  logic (uW)
after CTS                        365                 213         136
after global routing             366                 229         149
final                            365                 208         137
==> layout make-up <==
type / count / share of cell area
multi-input cells: 53 / 0.301
clock buffers: 5 / 0.0350
clock inverters: 3 / 0.00700
well taps: 48 / 0.0306
repair buffers: 29 / 0.130
flip-flops and latches: 32 / 0.489
inverters: 4 / 0.00764
==> final timing paths <==
check	end	slack (ns)	from
setup / recovery	out[0]	0.13	in[7]
hold / removal	flip-flop	1.31	in[1]
==> cells in the mapped netlist (all sizes together) <==
cell,instances
edfxtp,32
mux2i,8
mux4,8
nor2,8
buf,6
ha,6
inv,4
a22o,3
mux2,3
nand2b,3
nand2,2
nor3,2
nor3b,2
a211oi,1
and2b,1
conb,1
nand3,1
nor2b,1
o2bb2ai,1
o31ai,1
xnor2,1
==> what timing repair did <==
item,CTS,global route
buffers inserted,0,0
gates resized,1,3
endpoints found under the setup margin,7,3
==> layer usage <==
metal	vias up	wire length, um
met2	40	1300
met1	417	995
met3	4	189
met4	0	28
met5	-	0
li1	425	-
No activity file was given, so power comes from the tool's default toggle rates.
